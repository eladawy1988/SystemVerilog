==> design.v <==
interface intf(input logic clk,reset);
  logic       valid;
  logic [3:0] a;
  logic [3:0] b;
  logic [6:0] c;
endinterface
module counter(clk, rst, data, updown, load, data_out);
	input clk, rst, load;
	input updown;
	input [3:0] data;
	output reg [3:0] data_out;
	always@(posedge clk)
	begin
		if(rst)
			data_out <= 4'b0;
		else if(load)
			data_out <= data;
		else
			data_out <= ((updown)?(data_out + 1'b1):(data_out -1'b1));
	end
endmodule
==> run.sh <==
#!/bin/bash
# OpenROAD 26Q1-2900-gdf79404cd8, Yosys 0.63+post, stock flow scripts
make -C /OpenROAD-flow-scripts/flow DESIGN_CONFIG=/design/flow/config.mk WORK_HOME=/design/flow/orfs finish
==> config.mk <==
export PLATFORM = sky130hd
export DESIGN_NAME = counter
export DESIGN_NICKNAME = counter
export VERILOG_FILES = /design/flow/design.v
export SDC_FILE = /design/flow/constraint.sdc
export NUM_CORES = 4
export LEC_CHECK = 1
export CORE_AREA = 10 10 70 70
export DIE_AREA = 0 0 80 80
==> constraint.sdc <==
current_design counter

set clk_period 1.6
set clk_io_pct 0.2

create_clock -name clk0 -period $clk_period [get_ports {clk}]

set non_clock_inputs [all_inputs -no_clocks]
set_input_delay [expr $clk_period * $clk_io_pct] -clock clk0 $non_clock_inputs
set_output_delay [expr $clk_period * $clk_io_pct] -clock clk0 [all_outputs]
==> job_summary.md <==
### Metrics collected by this job

| Metric | Value |
|---|---|
| Layout cell share with drive strength beyond 1 | 0.2000 |
| Clock-pin transition on the worst setup and hold timing paths | 40 ps |
| Final GP Congestion | 0.7389 |
| Max Cap Viol | 0 |
| Setup CP Type | register to output port |
| Global-route wire length before repair | 1.228 mm |
| DP HPWL | 624.8 um |
| Chip area in the Yosys report | 245.2 um^2 |
| Die Wd | 80 um |
| Yosys top cell by area | dfxtp_1 |
| Critical path's slowest cell | clkdlybuf4s50_1 |
| Critical Path RT | 1280 ps |
| Top cells by area | dfxtp_1 33%, ha_1 10%, fa_1 8.2%, mux2i_1 8.2%, nor2_1 7.7% |
| Fin crit share | 0.9032 |
| CP peak stage delay | 500 ps |
| Area grow syn2layout | 83.67% |
| Routed Antenna Nets | 0 |
| Flops after synth | 4 |
| Cells in synth_stat.txt | 25 |
| N_diodes | 0 |
| Total Power | 353.9 uW |
| Via count | 240 |
| Status | finished, final reports clean |
| Worst-case clock buffer depth | 2 |
| Syn Area/Cell | 9.809 um^2 |
| Maximum vdd drop | 0.2835 mV |
| Vias in the first global route | 268 |
| Most frequent cells in the layout | 10 x clkdlybuf4s50_1, 5 x nor2_1, 4 x dfxtp_1, 3 x clkbuf_4 |
| Die area | 6400 um^2 |
| Top flop regs | data_out (4) |
| Cell family with most CP delay | buffers and inverters |
| Top reg by flops | data_out |
| DR DRC count | 0 |
| Buffers & Inverters on Critical Path | 1 |
| DRT iter0 DRCs | 4 |
| PwrDens | 785.6 nW/um^2 |
| CTS tree | yes |
| Sum Neg Setup Slack | 0 ps |
| Cell Type Count | 15 |
| I/O Buffers | 11 |
| Late-Pin Clk Latency | 240 ps |
| Critical Path Fanout Max | 4 |
| Post-synth seq share | 0.3265 |
| Tightest Pin Transition | 297.4 ps |
| Post-DR wirelength/cell | 8.767 um |
| Setup crit start kind | register |
| Postcts setup bufs | 0 |
| Number of H-tree levels | 1 |
| Largest register FFs | 4 |
| Root buf cell | clkbuf_4 |
| Final min period | 1445 ps |
| Die Ht | 80 um |
| Inst Count DP | 83 |
| Area fraction of the dominant cell type after synthesis | 0.3265 |
| Fp_density | 0.07179 |
| Worst EP arrival | 1130 ps |
| Pre-Repair DR Iteration Count | 4 |
| Crit end category | output port |
| # IOs | 12 |
| Final WL | 754 um |
| Vias per cell | 2.791 |
| Skew final | 2.479 ps |
| Core area | 3416 um^2 |
| Final Slew Violations | 0 |
| Fmax | 0.6920 GHz |
| CTS sink count | 4 |
| Max-Slew Margin vs Limit | 0.8011 |
| Post-synthesis cell area | 245.2 um^2 |
| P_leak | 0.0001715 uW |
| GRT Residual Overflow | 0 |
| Synth Warn # | 1 |
| GRT Overall Usage | 0.02479 |
| Post-Syn Instances | 25 |
| FP Rows | 21 |
| Initial antenna violation count | 0 |
| Min Hold Slack | 595.2 ps |
| TritonCTS Buffers | 3 |
| RSZ-0062 raised after global routing | false |
| Post-layout util | 0.1319 |
| Most numerous logic cell after layout | clkdlybuf4s50_1 |
| Cells along the critical path | clkdlybuf4s50_1 |
| Worst min path class | register to register |
| Final Hold Fails | 0 |
| Largest net degree at the start of global routing | 8 |
| Hold buffers post-CTS | 0 |
| OpenROAD warnings | 25 |
| Final std cells w/o fill | 86 |
| # setup viols final | 0 |
[power breakdown]
part | internal [uW] | switching (uW)
combinational | 65.9 | 37.5
clock | 84.1 | 44.1
sequential | 112 | 10.6
total | 262 | 92.2
[layout make-up]
cell class	count	area (um^2)
Inverter	1	3.754
Fill cell	401	2965
Tap cell	46	57.56
Timing Repair Buffer	13	123.9
Clock buffer	3	22.52
Multi-Input combinational cell	19	162.7
Sequential cell	4	80.08
[worst reg2reg max path: cells and delay by family, from the launching register on]
kind                     cells  cell delay, ps
AND-OR/OR-AND                3             580
flip-flops                   1             330
adder cells (fa/ha/maj)      1             280
[cell families (layout without fill, tap and decap cells)]
family | after synthesis | count (layout) | synth area share
AND/OR/NAND/NOR | 8 | 8 | 0.1377
adder cells (fa/ha/maj) | 3 | 3 | 0.1837
multiplexers | 2 | 2 | 0.08164
flip-flops | 4 | 4 | 0.3265
buffers and inverters | 2 | 17 | 0.06121
AND-OR/OR-AND | 4 | 4 | 0.1377
XOR/XNOR | 2 | 2 | 0.07144
[path summary, 6_finish.rpt]
path	startpoint	end	slack, ps	depth (start not counted)
max	data_out[0]$_SDFF_PP0_	data_out[0]	150	1
min	data_out[0]$_SDFF_PP0_	data_out[0]$_SDFF_PP0_	600	3
max reg2reg	data_out[2]$_SDFF_PP0_	data_out[3]$_SDFF_PP0_	340	4
min reg2reg	data_out[0]$_SDFF_PP0_	data_out[0]$_SDFF_PP0_	600	3
[routing by layer]
| layer | share of wire | track usage | vias up |
|---|---|---|---|
| met5 | 0 | 0 | - |
| met4 | 0 | 0.003521 | 0 |
| met3 | 0.16 | 0.02614 | 0 |
| met2 | 0.48 | 0.03692 | 12 |
| met1 | 0.36 | 0.02395 | 108 |
| li1 | - | - | 120 |
[cells in the mapped netlist]
cell	instances
a2111o_1	1
a21oi_1	2
buf_6	1
dfxtp_1	4
fa_1	1
ha_1	2
inv_1	1
mux2i_1	2
nand2_1	1
nand3_1	1
nand4_1	1
nor2_1	5
o211ai_2	1
xnor2_1	1
xor2_1	1
[stage by stage]
step           setup WS (ps)  instance area [um^2]
6_report               154.9                 450.4
5_1_grt                86.05                 450.4
2_1_floorplan          272.2                 245.2
3_3_place_gp          -292.1                 416.7
4_1_cts                137.2                 450.4
3_5_place_dp          -331.0                 416.7
[what timing repair did]
action,CTS,global route
setup endpoints to repair,2,0
gates resized,3,0
hold endpoints to repair,0,0
Power and IR drop assume default switching activity.
